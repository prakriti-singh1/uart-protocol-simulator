==> /design/flow/design.v <==
module uart_loopback(
    input wire clk,
    input wire rst,
    input wire tx_start,
    input wire [7:0] tx_data,
    output wire tx,
    output wire [7:0] rx_data,
    output wire rx_done
);
    wire internal_tx;
    uart_tx transmitter (
        .clk(clk),
        .rst(rst),
        .tx_start(tx_start),
        .tx_data(tx_data),
        .tx(internal_tx),
        .tx_busy()
    );
    uart_rx receiver (
        .clk(clk),
        .rst(rst),
        .rx(internal_tx),
        .rx_data(rx_data),
        .rx_done(rx_done)
    );
    assign tx = internal_tx;
endmodule
module uart_rx(
    input wire clk,
    input wire rst,
    input wire rx,
    output reg [7:0] rx_data,
    output reg rx_done
);
    parameter CLK_FREQ = 50000000;
    parameter BAUD_RATE = 9600;
    localparam CLKS_PER_BIT = CLK_FREQ / BAUD_RATE;
    localparam IDLE = 0,
               START = 1,
               DATA = 2,
               STOP = 3;
    reg [1:0] state = IDLE;
    reg [12:0] clk_count = 0;
    reg [2:0] bit_index = 0;
    reg [7:0] shift_reg = 0;
    always @(posedge clk or posedge rst) begin
        if (rst) begin
            state <= IDLE;
            clk_count <= 0;
            bit_index <= 0;
            shift_reg <= 0;
            rx_data <= 0;
            rx_done <= 0;
        end else begin
            case (state)
                IDLE: begin
                    clk_count <= 0;
                    bit_index <= 0;
                    if (rx == 0) begin
                        rx_done <= 0;
                        state <= START;
                    end
                end
                START: begin
                    if (clk_count == (CLKS_PER_BIT - 1)/2) begin
                        clk_count <= 0;
                        state <= DATA;
                    end else begin
                        clk_count <= clk_count + 1;
                    end
                end
                DATA: begin
                    if (clk_count < CLKS_PER_BIT - 1) begin
                        clk_count <= clk_count + 1;
                    end else begin
                        clk_count <= 0;
                        shift_reg[bit_index] <= rx;
                        if (bit_index < 7)
                            bit_index <= bit_index + 1;
                        else
                            state <= STOP;
                    end
                end
                STOP: begin
                    if (clk_count < CLKS_PER_BIT - 1) begin
                        clk_count <= clk_count + 1;
                    end else begin
                        clk_count <= 0;
                        rx_data <= shift_reg;
                        rx_done <= 1;
                        state <= IDLE;
                    end
                end
            endcase
        end
    end
endmodule
module uart_tx(
    input wire clk,
    input wire rst,
    input wire tx_start,
    input wire [7:0] tx_data,
    output reg tx,
    output reg tx_busy
);
    parameter CLK_FREQ = 50000000;
    parameter BAUD_RATE = 9600;
    localparam CLKS_PER_BIT = CLK_FREQ / BAUD_RATE;
    reg [3:0] bit_index = 0;
    reg [12:0] clk_count = 0;
    reg [7:0] shift_reg;
    reg [2:0] state = 0;
    localparam IDLE = 0,
               START = 1,
               DATA = 2,
               STOP = 3,
               CLEANUP = 4;
    always @(posedge clk or posedge rst) begin
        if (rst) begin
            tx <= 1'b1;
            tx_busy <= 0;
            clk_count <= 0;
            bit_index <= 0;
            state <= IDLE;
        end else begin
            case (state)
                IDLE: begin
                    tx <= 1'b1;
                    tx_busy <= 0;
                    clk_count <= 0;
                    bit_index <= 0;
                    if (tx_start) begin
                        tx_busy <= 1;
                        shift_reg <= tx_data;
                        state <= START;
                    end
                end
                START: begin
                    tx <= 0;
                    if (clk_count < CLKS_PER_BIT - 1)
                        clk_count <= clk_count + 1;
                    else begin
                        clk_count <= 0;
                        state <= DATA;
                    end
                end
                DATA: begin
                    tx <= shift_reg[bit_index];
                    if (clk_count < CLKS_PER_BIT - 1)
                        clk_count <= clk_count + 1;
                    else begin
                        clk_count <= 0;
                        if (bit_index < 7)
                            bit_index <= bit_index + 1;
                        else
                            state <= STOP;
                    end
                end
                STOP: begin
                    tx <= 1;
                    if (clk_count < CLKS_PER_BIT - 1)
                        clk_count <= clk_count + 1;
                    else begin
                        clk_count <= 0;
                        state <= CLEANUP;
                    end
                end
                CLEANUP: begin
                    tx_busy <= 0;
                    state <= IDLE;
                end
            endcase
        end
    end
endmodule
==> /design/flow/run.sh <==
#!/bin/bash
# OpenROAD 26Q1-2900-gdf79404cd8, Yosys 0.63+post, stock flow scripts
make -C /OpenROAD-flow-scripts/flow DESIGN_CONFIG=/design/flow/config.mk WORK_HOME=/design/flow/orfs finish
==> /design/flow/config.mk <==
export PLATFORM = sky130hd
export DESIGN_NAME = uart_loopback
export DESIGN_NICKNAME = uart_loopback
export VERILOG_FILES = /design/flow/design.v
export SDC_FILE = /design/flow/constraint.sdc
export NUM_CORES = 4
export LEC_CHECK = 1
export CORE_UTILIZATION = 50
==> /design/flow/constraint.sdc <==
current_design uart_loopback

set clk_period 2.8
set clk_io_pct 0.2

create_clock -name clk0 -period $clk_period [get_ports {clk}]

set non_clock_inputs [all_inputs -no_clocks]
set_input_delay [expr $clk_period * $clk_io_pct] -clock clk0 $non_clock_inputs
set_output_delay [expr $clk_period * $clk_io_pct] -clock clk0 [all_outputs]
==> flow_summary_export.csv <==
group,metric,value,unit
cts,cts_tree,"built",
floorplanning,dieWidth,83.93,um
worst_hold_path,hold_path_class,"flip-flop to flip-flop",
setup_path,timing.critical_path.fanout_max,14,
synth,synthesis.yosys.warnings,2,
final_timing,finalMaxSlewViolations,0,
setup_path,largest_incremental_delay_on_the_critical_path,0.59,ns
detailed_routing,wl,6.219,mm
setup_path,most_used_cell_along_the_critical_path,"o21ai_0",
setup_path,timing.critical_path.depth,7,
setup_path,worst_path_max_delay_cell,"dfrtp_1",
setup_path,worstPathBufferInverterCount,1,
final_timing,hold_violations,0,
cts,clock-root-buffer,"clkbuf_8",
detailed_routing,antenna_cells_inserted,0,
cells_and_area,fillCellCount,523,
place,gp_weighted_congestion,0.7961,
cts,post_cts_buffers,0,
detailed_routing,drt.antenna.violating_nets,0,
synth,ys_cells,330,
final_timing,grt_setup_unrepaired,"false",
synth,proportion_of_synthesized_flip_flops_having_asynchronous_set_or_reset,87.50,%
setup_path,setup.worst_path.end_class,"flip-flop",
cts,cts-hold-fix-buffers,0,
global_routing,grt_pass1_vias,2353,
cts,worst_setup_hold_path_clk_slew,0.07,ns
global_routing,grt_antenna_before_repair,0,
synth,synth_largest_type_area_fraction,41.01,%
setup_path,crit_type,"flip-flop to flip-flop",
setup_path,cp-start-kind,"flip-flop",
setup_path,worstPathRequired,3.00,ns
detailed_routing,dr.first_iter.drc_count,119,
job,tool_warning_count,32,
power,vdd_drop_max,0.0003808,V
final_timing,tns,0,ns
cells_and_area,drive_above_1_share,11.55,%
synth,synth-area-yosys,0.003356,sq mm
global_routing,first_pass_grt_wire_length,11.06,mm
cts,numClockSinks,64,
place,quantity_of_i_o_buffers_inserted_on_ports,20,
synth,synth_top_cell_by_count,"dfrtp_1",
final_timing,worst_slew_margin_rel,52.59,%
cells_and_area,syn2layout_area_growth,14.13,%
detailed_routing,detailroute.via_count,2448,
setup_path,worst-r2r-cell-count,7,
floorplanning,initial_core_util,52.25,%
cts,post_cts_resized,0,
final_timing,finalCriticalPeriod,2.095,ns
synth,ys_seq_share,48.96,%
final_timing,pin_slew_with_the_least_headroom_to_its_limit,0.7111,ns
synth,most_common_library_cells_after_synthesis,"dfrtp_1, nor2_1, nand2_1, o21ai_0, inv_1",
detailed_routing,initial_drt_pass_iterations,4,
global_routing,grt_max_degree,57,
floorplanning,fp.coreArea,0.006422,sq mm
cells_and_area,area_taken_by_flip_flops_and_latches,0.001643,sq mm
power,power.leakage,1.628,nW
detailed_routing,wl_per_cell,14.40,um
power,totalPowerFinal,0.001874,W
synth,top_area_cell,"dfrtp_1",
cells_and_area,largestRegisters,"receiver.clk_count: 13 flops, transmitter.clk_count: 13 flops",
worst_hold_path,min_delay_path_depth,1,
synth,netlist-cell-type-count,60,
synth,number_of_enable_flip_flop_cells,8,
job,max_cap_violations,0,
cts,htree_num_levels,3,
cts,insertion_delay,0.34,ns
synth,ff_type,"dfrtp_1",
final_timing,fmax,477.4,MHz
setup_path,cpLargestDelayFamily,"AND-OR/OR-AND gates",
floorplanning,count_of_boundary_i_o_pins,21,
detailed_routing,via_per_inst,5.667,
final_timing,skew,0.01073,ns
cells_and_area,post-route-cell-area,0.003830,sq mm
global_routing,grt_remaining_overflow,0,
global_routing,grt_usage,20.39,%
power,cellPowerDensity,489.3,mW/mm^2
floorplanning,dieArea,0.007043,sq mm
run_status,outcome,"completed",
cts,cts_inserted_buffers,9,
floorplanning,die_y,83.93,um
synth,mean_area_per_synthesized_cell,10.17,sq um
final_timing,layout_worst_path_cycle_share,74.81,%
floorplanning,std_cell_rows,29,
synth,synthesis.area,0.003356,sq mm
cts,cts_max_path_buffers,2,
cells_and_area,multiInputGateArea,0.001588,sq mm
final_timing,setup_violations,0,
setup_path,crit_chain,"inv_1 -> ha_1 -> xnor2_1 -> a211oi_1 -> o21ai_0 -> o21ai_0 -> o21ai_0",
detailed_routing,drcViolationCount,0,
synth,post_syn_instances,330,
place,place_hpwl,4.022,mm
synth,synth.ff_latch_count,64,
setup_path,critical_path_arrival,2.29,ns
place,placement.cell_area,0.003606,sq mm
synth,synth.area.top_cells,"dfrtp_1, edfxtp_1, ha_1",
metal layers:
layer / track usage, % / share of wire [%] / wire length (um)
met1: 33.99 / 51 / 3147
met2: 30.55 / 46 / 2837
met3: 3.715 / 3.1 / 193
met4: 2.351 / 0.64 / 40
met5: 0 / 0 / 0
stage by stage:
stage                     setup slack (ns)  std cells  hold WS (ns)  utilization (%)
after global routing                0.4573        432        0.5133            59.63
after global placement              0.7544        416        0.4711            56.15
after detailed placement            0.7403        416        0.4812            56.15
final                               0.7053        432        0.4976            59.63
after CTS                           0.7215        432        0.4910            59.63
after floorplan                     0.2388        330        0.4516                -
cell type report:
class,count,area share [%]
clock buffers,13,4.149
repair buffers,22,5.619
clock inverters,3,1.699
well taps,77,2.516
inverters,17,1.666
flip-flops and latches,64,42.89
multi-input cells,236,41.46
power by group:
group	internal [W]	total, W	switching (W)	leakage [nW]
sequential	0.000940	0.000940	0	0.807
combinational	0.0000135	0.0000310	0.0000175	0.707
clock	0.000550	0.000903	0.000353	0.114
cells by family after synthesis:
logic type / count (synthesis) / share of synthesized area (%)
DFF: 64 / 48.96
muxes: 15 / 5.667
buffers and inverters: 30 / 3.729
and+or+nand+nor: 113 / 16.78
AOI/OAI and AO/OA: 83 / 17.00
xor gates and xnor gates: 13 / 3.393
adders and majority gates: 12 / 4.474
cell usage in the layout, fill, tap and decap left out, drive strengths merged, types with 3 or more instances in the layout:
cell,instances
xor2,4
o21ai,24
xnor2,9
o31ai,3
a21oi,15
or4,3
inv,17
or2,3
edfxtp,8
nor4,5
mux2,12
nand4,3
nor3,10
a21o,11
dfrtp,55
a211oi,3
clkdlybuf4s50,20
a22o,8
nand3,12
nand2,29
clkbuf,13
o211ai,3
nor2,34
ha,12
o41ai,3
path summary, 6_finish.rpt:
kind | slack, ns | from | endpoint
worst max-delay path | 0.71 | receiver.bit_index[0] | receiver.shift_reg[5]
worst min-delay path | 0.50 | receiver.clk_count[0] | receiver.clk_count[0]
worst max register to register | 0.71 | receiver.bit_index[0] | receiver.shift_reg[5]
worst min register to register | 0.50 | receiver.clk_count[0] | receiver.clk_count[0]
max in group asynchronous | 1.58 | rst | receiver.state[0]
min in group asynchronous | 0.74 | rst | transmitter.bit_index[3]
Power figures rest on the tool's default switching activity, not on a simulated workload.
